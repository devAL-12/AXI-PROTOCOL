--- design/flow/run.sh ---
#!/bin/bash
# OpenROAD 26Q1-2900-gdf79404cd8, Yosys 0.63+post, stock flow scripts
make -C /OpenROAD-flow-scripts/flow DESIGN_CONFIG=/design/flow/config.mk WORK_HOME=/design/flow/orfs finish
--- design/flow/config.mk ---
export PLATFORM = sky130hd
export DESIGN_NAME = handshake_rtl
export DESIGN_NICKNAME = handshake_rtl
export VERILOG_FILES = /design/flow/design.v
export SDC_FILE = /design/flow/constraint.sdc
export NUM_CORES = 4
export LEC_CHECK = 1
export CORE_AREA = 10 10 100 100
export DIE_AREA = 0 0 110 110
--- design/flow/constraint.sdc ---
current_design handshake_rtl

set clk_period 1.7
set clk_io_pct 0.2

create_clock -name clk0 -period $clk_period [get_ports {clk}]

set non_clock_inputs [all_inputs -no_clocks]
set_input_delay [expr $clk_period * $clk_io_pct] -clock clk0 $non_clock_inputs
set_output_delay [expr $clk_period * $clk_io_pct] -clock clk0 [all_outputs]
--- design/flow/design.v ---
`timescale 1ns / 1ps
module handshake_rtl (
    input  wire        clk,
    input  wire        rst_n,
    input  wire [7:0]  master_data_in,
    input  wire        master_start,
    output reg  [7:0]  master_data,
    output reg         master_valid,
    output reg  [7:0]  slave_data,
    output reg         slave_ready,
    output reg         transaction_done
);
 localparam M_NEW_DATA        = 2'b00;
localparam M_WAIT_FOR_READY  = 2'b01;   
localparam M_WAIT_FOR_SLAVE  = 2'b10;
    localparam S_WAIT_FOR_DATA  = 1'b0;
    localparam S_PROCESS_DATA   = 1'b1;
    reg  [1:0]m_state;
    reg s_state;
    always @(posedge clk or negedge rst_n) begin
    if (!rst_n) begin
        master_data  <= 8'h00;
        master_valid <= 1'b0;
        m_state      <= M_NEW_DATA;
    end
    else begin
        case (m_state)
            M_NEW_DATA: begin
                if (master_start && slave_ready) begin
                    master_data  <= master_data_in;
                    master_valid <= 1'b1;
                    m_state      <= M_WAIT_FOR_SLAVE;
                end
                else if (master_start && !slave_ready) begin
                    master_data  <= master_data_in;  
                    master_valid <= 1'b0;
                    m_state      <= M_WAIT_FOR_READY;  
                end
            end
            M_WAIT_FOR_READY: begin
                if (slave_ready) begin
                    master_valid <= 1'b1;             
                    m_state      <= M_WAIT_FOR_SLAVE;
                end
                else begin
                    master_valid <= 1'b0;             
                    m_state      <= M_WAIT_FOR_READY;
                end
            end
            M_WAIT_FOR_SLAVE: begin
                if (slave_ready && master_valid) begin
                    master_valid <= 1'b0;         
                    m_state      <= M_NEW_DATA;
                end
                else begin
                    master_valid <= 1'b1;         
                    m_state      <= M_WAIT_FOR_SLAVE;
                end
            end
            default: begin
                m_state      <= M_NEW_DATA;
                master_valid <= 1'b0;
            end
        endcase
    end
end
    always @(posedge clk or negedge rst_n) begin
        if (!rst_n) begin
            slave_data       <= 8'h00;
            slave_ready      <= 1'b0;    
            s_state          <= S_WAIT_FOR_DATA;
            transaction_done <= 1'b0;
        end
        else begin
            transaction_done <= 1'b0;   
            case (s_state)
                S_WAIT_FOR_DATA: begin
                    slave_ready <= 1'b1;   
                    if (master_valid && slave_ready) begin
                        slave_data       <= master_data;
                        slave_ready      <= 1'b0;    
                        transaction_done <= 1'b1;    
                        s_state          <= S_PROCESS_DATA;
                    end
                end
                S_PROCESS_DATA: begin
                    slave_ready <= 1'b0;    
                    s_state     <= S_WAIT_FOR_DATA;
                end
                default: begin
                    s_state     <= S_WAIT_FOR_DATA;
                    slave_ready <= 1'b0;
                end
            endcase
        end
    end
endmodule
==> results.txt <==
fresh numbers from the pnr run: Post-synth seq share=0.639, # resized after CTS=0, DRC=0, Final Hold Fails=0, register area=552 um^2, tool warnings=25, row count=32, # fillers=867, total number of vias=538, status=complete, no violations, Slew HR=0.801, # port buffers=29, clock skew=0.000978 ns, CTS tree=done, YS warnings=1, CTS sink cnt=22, Die ar.=12100 um^2, worst vdd ir=0.569 mV, share of layout cells above drive strength 1=0.311, Critical Path AT=1.23 ns, most frequent cells in the layout=clkdlybuf4s50_1, dfrtp_1, mux2_2, mux2_4, clkbuf_8, setup TNS=0 ns, CP delay by family, top=buffers and inverters, Die X=110 um, n_diodes=0, Synth Instances=54, GRT overflow=0, Crit Path Max Fanout=8, WL final=2160 um, flop2flop setup slack=0.26 ns, yosys stat chip area=863 um^2, H-tree depth=1, Syn-to-layout area delta=58.4%, clock buffer depth=2, crit path time final=1.57 ns, Hold WS=0.433 ns, reg-to-reg endpoint=slave_data[5]$_DFFE_PN0P_, syn_area_per_cell=16.0 um^2, Final Max Slew Viols=0, WL/cell=11.3 um, Yosys cell types=16, vias in the first global route=623, ys flops=22, initial antenna violation count=0, RSZ-0062 raised after global routing=no, Inst Count DP=188, post-DP HPWL=1670 um, Commonest Layout Cell=clkdlybuf4s50_1, Final ANT Viol Nets=0, num ports=30, final period utilization=0.926, MI comb area=297 um^2, number of max-cap violations=0, worst r2r path cells=4, root buf cell=clkbuf_8, Late-Pin Clk Latency=0.26 ns, Pre-Place Util=0.111, 1st-pass router iterations=2, Vias/cell=2.80, first-pass GRT wire length=3460 um, Tot GR Track Use=0.0369, origin of the critical flop-to-flop path=slave_ready$_DFF_PN0_, fin util=0.175, Crit-path slowest cell=clkdlybuf4s50_1, CTS Hold Buffers Added=0, Num CTS Buffers=3, Non-Filler Instances=192, fmax=635 MHz, Cell Chain, Critical Path=clkdlybuf4s50_1, Design Area, Final=1370 um^2, worst-margin pin slew=0.299 ns, CP Data Required Time=1.36 ns, HP Class=input port to asynchronous set/reset pin, Power per Cell Area=1590 nW/um^2, Worst setup SP type=register, Critical path buffers and inverters=1, ys cells=54, max incr delay on CP=0.51 ns, Netlist Area Pre-Place=863 um^2, Post-DP Area=1310 um^2, GP Congestion=0.665, Setup-failing EPs final=0, critical path type=register to primary output, setup bufs post-CTS=0, Leak=0.000580 uW, Die H=110 um, Clk pin slew, worst setup/hold paths=0.08 ns, DR iter-0 viols=20, crit path capture type=primary output, Core Footprint=7810 um^2, largest net degree at the start of global routing=23
-- how the worst max path moves through the flow --
stage | end | slack [ns] | depth (start not counted) | from
4_1_cts | slave_ready | 0.11 | 1 | slave_ready$_DFF_PN0_
6_report | slave_ready | 0.13 | 1 | slave_ready$_DFF_PN0_
5_1_grt | slave_ready | 0.04 | 1 | slave_ready$_DFF_PN0_
-- cells by family after synthesis --
| family | synth area share |
|---|---|
| mux | 0.243 |
| simple gates | 0.0551 |
| compound gates | 0.0449 |
| buf+inv | 0.0174 |
| flops | 0.639 |
-- layer usage --
layer | GRT usage | vias to the layer above | part of all wire
met4 | 0.00186 | 0 | 0.0060
met1 | 0.0531 | 254 | 0.51
met2 | 0.0533 | 21 | 0.41
met5 | 0 | - | 0
li1 | - | 261 | -
met3 | 0.0153 | 2 | 0.068
-- where the power goes --
group	internal [uW]	total (uW)	switching, uW
Combinational	675	855	181
Clock	206	374	167
Sequential	763	939	176
Total	1640	2170	524
-- per-stage QoR --
step           total power [uW]  setup slack, ns
6_report                   2170            0.126
2_1_floorplan              1240            0.378
4_1_cts                    2230            0.110
5_1_grt                    2350           0.0437
3_5_place_dp               1830            0.191
3_3_place_gp               1830            0.200
-- cells in the mapped netlist, drive strengths merged --
cell type   n  area share
or2         1      0.0073
inv         1      0.0043
mux2       16        0.24
nor2        1      0.0043
dfrtp      21        0.61
buf         1       0.013
dfstp       1       0.030
o32ai       1       0.010
nand2       3       0.013
a211oi      2       0.017
nand2b      2       0.014
and2b       1       0.010
a22o        1       0.012
a21oi       1      0.0058
nand3       1      0.0058
-- state kept, by name (all words and copies together), names as in the netlist --
register / flops
slave_data: 8
slave_ready: 1
master_data: 8
transaction_done: 1
m_state: 3
master_valid: 1
-- final cells by class --
| cell class | instances | share of cell area |
|---|---|---|
| Sequential cell | 22 | 0.403 |
| Timing Repair Buffer | 33 | 0.243 |
| Multi-Input combinational cell | 30 | 0.217 |
| Tap cell | 102 | 0.0933 |
| Clock buffer | 4 | 0.0403 |
| Inverter | 1 | 0.00274 |
Power figures rest on the tool's default switching activity, not on a simulated workload.
